==> flow/design.v <==
module bin2bcd(bin,bcd);
input [7:0]bin;
output reg [11:0]bcd;
reg [3:0] hundreds,tens,ones;
reg [6:0] temp;
always @(bin)
 begin
hundreds =bin/100;
temp = bin%100;
tens = temp/10;
ones = temp%10;
bcd ={hundreds,tens,ones};
end
endmodule
==> flow/run.sh <==
#!/bin/bash
# OpenROAD 26Q1-2900-gdf79404cd8, Yosys 0.63+post, stock flow scripts
make -C /OpenROAD-flow-scripts/flow DESIGN_CONFIG=/design/flow/config.mk WORK_HOME=/design/flow/orfs finish
==> flow/config.mk <==
export PLATFORM = sky130hd
export DESIGN_NAME = bin2bcd
export DESIGN_NICKNAME = bin2bcd
export VERILOG_FILES = /design/flow/design.v
export SDC_FILE = /design/flow/constraint.sdc
export NUM_CORES = 4
export LEC_CHECK = 1
export CORE_AREA = 10 10 70 70
export DIE_AREA = 0 0 80 80
==> flow/constraint.sdc <==
current_design bin2bcd

set clk_period 13.4
set clk_io_pct 0.2

create_clock -name clk0 -period $clk_period

set non_clock_inputs [all_inputs -no_clocks]
set_input_delay [expr $clk_period * $clk_io_pct] -clock clk0 $non_clock_inputs
set_output_delay [expr $clk_period * $clk_io_pct] -clock clk0 [all_outputs]
==> run summary <==
Status - finished clean
Crit Path Max Fanout - 11
Element type at the critical path end - output port
Synthesized area - 952 sq um
# resized after CTS - 0
IO Port Bufs - 16
Startpoint Class - primary input
Sum Neg Setup Slack - 0 ns
PwrDens - 62.8 nW/um^2
Total die area - 6400 sq um
Pre-antenna DRT Iters - 5
Largest cells by area - nor2_1 4.7%, a211o_1 4.6%, a21oi_1 3.7%
Largest net degree at the start of global routing - 15
First-pass GRT wire length - 4120 um
Pre-CTS setup slack - 3.25 ns
Crit path capture - bcd[3]
Hold Fails Final Rpt - 0
Detailed-route via count - 999
CP arrival - 7.52 ns
CP required - 10.72 ns
Inst Count DP - 184
Final-layout clock buffer total - 0
Syn Area/Cell - 7.16 sq um
Relative slew slack - 0.541
ANT cells - 0
Final setup fails - 0
Cell Area, Placed - 1100 sq um
MaxCap Viol Count - 0
Tool Warnings - 32
HPWL after detailed placement - 1900 um
Initial antenna violation count - 0
Setup ws final - 3.20 ns
Post-synth seq share - 0
Fin area - 1100 sq um
Cell depth of the worst setup path - 17
Max frequency - 0.0980 GHz
Synth Warn # - 1
Routed len/inst - 12.9 um
Total setup buffers inserted after CTS - 0
Post-layout period usage of the worst path - 0.761
Final Non-Filler Cells - 184
GR Overflow Total - 0
Unrepaired setup endpoints after global routing - no
Post-Synthesis Cells - 133
ANT nets after route - 0
Number of buffer and inverter stages on the critical path - 3
CP cell instances - clkdlybuf4s50_1, o31a_1, ha_1, nor2b_1, o21a_1, o31a_1, nor2_1, ha_1, inv_1, nor2_1, a21boi_1, or4_4, a221oi_2, a211o_1, nor2_1, mux2_2, clkdlybuf4s50_1
Yosys Instances - 133
Vias in the first global route - 888
Yosys Chip Area - 952 sq um
Max VDD drop - 13.9 uV
Fill cells - 351
Yosys top cell by area - nor2_1
Family with the most delay on the worst path - AND-OR/OR-AND gates
Pleak - 0.387 nW
DR DRC count - 0
GRT Util Overall - 0.0725
Total power - 0.0691 mW
Cell repeated most along the worst path - nor2_1
Critical Path Source - bin[4]
Chip height - 80 um
Initial drt markers - 77
Worst-margin pin slew - 0.684 ns
Count leader, synth - nor2_1
Synth cell count leaders - 12 x nor2_1, 7 x a21oi_1
Reg area - 0 sq um
Dominant cell area share - 0.0473
Worst min-delay path class - primary input to output port
Sequential cell count - 0
I/O pin cnt - 20
Area grow syn2layout - 15.5%
Tmin final - 10.20 ns
Slowest cell on the critical path - clkdlybuf4s50_1
Post-CTS Hold Buffers - 0
Core area - 3420 sq um
Vias per inst - 5.43
Die W - 80 um
Crit Path Class - primary input to output port
Row count - 21
Share of layout cells above drive strength 1 - 0.130
Routed wire length - 2370 um
Final RePlAce weighted congestion - 0.920
Fin. max-slew vios - 0
FP Core Util - 0.279
Worst stage delay on the critical path - 0.60 ns
Netlist cell types - 62
==> cell families after synthesis <==
logic type,count (synthesis),synth area share
xor gates and xnor gates,4,0.0368
buffers and inverters,16,0.0933
and+or+nand+nor,49,0.302
other,1,0.00394
adders and majority gates,4,0.0486
AOI/OAI and AO/OA,58,0.503
muxes,1,0.0118
==> worst min path at each step <==
stage	from	endpoint	slack [ns]	cells after the start
CTS	bin[0]	bcd[0]	5.36	0
global route	bin[0]	bcd[0]	5.36	0
finish	bin[0]	bcd[0]	5.36	0
==> layout by cell type, fill, tap and decap left out, types with 3 or more instances in the layout <==
cell type / n
a211o_1: 5
a211oi_1: 4
a21oi_1: 7
a31oi_1: 4
and2_1: 3
clkdlybuf4s50_1: 16
inv_1: 4
nand2_1: 5
nand3_1: 5
nor2_1: 12
o211ai_1: 3
o21ai_0: 4
o21ai_1: 3
o21bai_1: 3
or3_1: 3
xnor2_1: 4
==> cell type report <==
class | instances | area [sq um] | share of cell area
Timing Repair Buffer | 16 | 160 | 0.146
Inverter | 4 | 15.0 | 0.0137
Multi-Input combinational cell | 118 | 867 | 0.788
Tap cell | 46 | 57.6 | 0.0523
==> layer usage <==
| metal | vias up | part of all wire | track usage |
|---|---|---|---|
| met1 | 459 | 0.48 | 0.104 |
| met5 | - | 0 | 0 |
| met2 | 19 | 0.48 | 0.122 |
| met3 | 0 | 0.040 | 0.00114 |
| met4 | 0 | 0 | 0.00528 |
| li1 | 521 | - | - |
==> through the flow <==
| stage | utilization | hold WS (ns) |
|---|---|---|
| after floorplan | - | 5.39 |
| after global placement | 0.322 | 5.36 |
| after detailed placement | 0.322 | 5.36 |
| after CTS | 0.322 | 5.36 |
| after global routing | 0.322 | 5.36 |
| final | 0.322 | 5.36 |
==> where the power goes <==
group	total (mW)	switching [mW]	internal [mW]
Clock	0	0	0
Sequential	0	0	0
Combinational	0.0691	0.0338	0.0353
Total	0.0691	0.0338	0.0353
Power is estimated from default activity; no workload was simulated.
