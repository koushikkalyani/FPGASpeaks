<file path="flow/config.mk">
export PLATFORM = sky130hd
export DESIGN_NAME = ALU
export DESIGN_NICKNAME = ALU
export VERILOG_FILES = /design/flow/design.v
export SDC_FILE = /design/flow/constraint.sdc
export NUM_CORES = 4
export LEC_CHECK = 1
export CORE_AREA = 10 10 71 71
export DIE_AREA = 0 0 81 81
</file>
<file path="flow/constraint.sdc">
current_design ALU

set clk_period 2.7
set clk_io_pct 0.2

create_clock -name clk0 -period $clk_period

set non_clock_inputs [all_inputs -no_clocks]
set_input_delay [expr $clk_period * $clk_io_pct] -clock clk0 $non_clock_inputs
set_output_delay [expr $clk_period * $clk_io_pct] -clock clk0 [all_outputs]
</file>
<file path="flow/design.v">
module ALU(s,A,B,F);  
input [2:0]s;
input [3:0]A,B;
output reg [3:0]F;
always @(s or A or B)
case(s)
0:F=0;
1:F=B-A;
2:F=A-B;
3:F=A+B;
4:F=A^B;
5:F=A|B;
6:F=A&B;
7:F=15;
endcase
endmodule
</file>
<file path="flow/run.sh">
#!/bin/bash
# OpenROAD 26Q1-2900-gdf79404cd8, Yosys 0.63+post, stock flow scripts
make -C /OpenROAD-flow-scripts/flow DESIGN_CONFIG=/design/flow/config.mk WORK_HOME=/design/flow/orfs finish
</file>
==> report_table.html <==
<!-- implementation run metrics -->
<table>
<tr><th>Metric</th><th>Value</th></tr>
<tr><th colspan="2">Placed design</th></tr>
<tr><td>Count of port buffers added during placement</td><td>15</td></tr>
<tr><td>HPWL after detailed placement</td><td>about 1300 um</td></tr>
<tr><td>Final weighted congestion of routability-driven global placement</td><td>just over 0.8</td></tr>
<tr><td>Setup slack after placement</td><td>-0.958 ns</td></tr>
<tr><td>Placement Cell Area</td><td>about 950 um2</td></tr>
<tr><th colspan="2">Drt</th></tr>
<tr><td>Total length of routed wires</td><td>approximately 1700 um</td></tr>
<tr><td>Number of detailed-route iterations in the first pass</td><td>2</td></tr>
<tr><td>Ant diodes</td><td>0</td></tr>
<tr><td>Average routed wire per standard cell</td><td>between 10 and 15 um</td></tr>
<tr><td>Routed Antenna Nets</td><td>0</td></tr>
<tr><td>Via count</td><td>between 600 and 700</td></tr>
<tr><td>DRC violation total after the first TritonRoute iteration</td><td>21</td></tr>
<tr><td>Number of remaining DRC errors</td><td>0</td></tr>
<tr><td>Average vias per placed instance</td><td>3.96</td></tr>
<tr><th colspan="2">Final timing</th></tr>
<tr><td>Final Hold Violating Endpoints</td><td>0</td></tr>
<tr><td>Actual transition at the worst max-transition pin</td><td>roughly 0.28 ns</td></tr>
<tr><td>Final critical-path setup slack</td><td>-0.0933 ns</td></tr>
<tr><td>Max Clock Freq</td><td>around 360 MHz</td></tr>
<tr><td>Share of the clock period used by the worst path</td><td>103%</td></tr>
<tr><td>Count of final setup violators</td><td>1</td></tr>
<tr><td>Unrepaired setup endpoints after global routing</td><td>true</td></tr>
<tr><td>Final slew viol count</td><td>0</td></tr>
<tr><td>Post-route minimum period</td><td>2.79 ns</td></tr>
<tr><td>Headroom to the max-slew limit</td><td>between 80% and 90%</td></tr>
<tr><th colspan="2">Synth</th></tr>
<tr><td>Synth warnings</td><td>1</td></tr>
<tr><td>Yosys synthesis chip area</td><td>between 500 and 600 um2</td></tr>
<tr><td>Post-synthesis cell area</td><td>572 um2</td></tr>
<tr><td>Cells after synthesis</td><td>around 75</td></tr>
<tr><td>Post-synthesis sequential area ratio</td><td>0%</td></tr>
<tr><td>Post-synthesis cell count from yosys</td><td>75</td></tr>
<tr><td>Mean post-synth cell area</td><td>between 7 and 8 um2</td></tr>
<tr><td>Cell Type Count</td><td>31</td></tr>
<tr><th colspan="2">Setup path</th></tr>
<tr><td>Series of cell instances along the critical path</td><td>buf_8 &gt; inv_4 &gt; ha_4 &gt; mux2i_1 &gt; inv_1 &gt; ha_1 &gt; a21o_1 &gt; a21oi_2 &gt; xnor3_1 &gt; a211o_1 &gt; buf_2</td></tr>
<tr><td>Crit path capture type</td><td>primary output</td></tr>
<tr><td>Crit Path Category</td><td>in -&gt; out</td></tr>
<tr><td>Arr. time, crit path</td><td>roughly 2.3 ns</td></tr>
<tr><td>Type of element launching the critical path</td><td>input pin</td></tr>
<tr><td>Highest fanout seen on the critical path</td><td>2</td></tr>
<tr><td>Crit path DRT</td><td>about 2.2 ns</td></tr>
<tr><td>Critical Path Max Stage Delay</td><td>approximately 0.27 ns</td></tr>
<tr><td>Cell at the slowest stage of the critical path</td><td>ha_1</td></tr>
<tr><th colspan="2">Global route</th></tr>
<tr><td>Total global routing overflow</td><td>0</td></tr>
<tr><td>Pin count of the biggest net entering global routing</td><td>13</td></tr>
<tr><td>Total GRT Usage</td><td>5.00%</td></tr>
<tr><td>Number of antenna violations at the first check in global routing</td><td>0</td></tr>
<tr><td>First-pass GRT wire length</td><td>roughly 2800 um</td></tr>
<tr><td>Number of global-route vias before repair</td><td>between 600 and 700</td></tr>
<tr><th colspan="2">Die</th></tr>
<tr><td>Area inside the core boundary</td><td>3630 um2</td></tr>
<tr><td>Total I/O pin count</td><td>15</td></tr>
<tr><td>Die area</td><td>approximately 6600 um2</td></tr>
<tr><td>Die Height</td><td>81 um</td></tr>
<tr><td>Starting utilization of the core area</td><td>approximately 16%</td></tr>
<tr><td>Die width</td><td>81 um</td></tr>
<tr><td>Cell row count</td><td>22</td></tr>
<tr><th colspan="2">Run status</th></tr>
<tr><td>Run status</td><td>complete, but fails checks</td></tr>
<tr><td>Violated checks</td><td>negative setup slack</td></tr>
<tr><th colspan="2">Layout</th></tr>
<tr><td>FILL cells</td><td>386</td></tr>
<tr><td>Share of final-layout standard cells stronger than drive strength 1</td><td>a little under half</td></tr>
<tr><td>Fin area</td><td>slightly above 1000 um2</td></tr>
<tr><td>Sequential cells</td><td>0</td></tr>
<tr><td>Multi-input combinational cell area</td><td>591 um2</td></tr>
<tr><td>Sequential cell area</td><td>0 um2</td></tr>
<tr><td>Area Overhead vs Synth</td><td>81.6%</td></tr>
<tr><td>Total of clock buffers placed in the layout</td><td>0</td></tr>
<tr><th colspan="2">Power</th></tr>
<tr><td>Leak</td><td>0.512 nW</td></tr>
<tr><td>Worst voltage drop across the vdd grid</td><td>0.0706 mV</td></tr>
<tr><td>Cell area power density</td><td>between 150 and 200 nW/um2</td></tr>
<tr><th colspan="2">Run</th></tr>
<tr><td>Number of warning messages in the logs</td><td>slightly above 40</td></tr>
<tr><td>Max-cap violation count</td><td>0</td></tr>
<tr><th colspan="2">Hold path</th></tr>
<tr><td>Path type of the worst min-delay path</td><td>in -&gt; out</td></tr>
</table>
==> placed cells by master, fill, tap and decap left out, types with 2 or more instances in the layout <==
cell type      synthesis  final
a21oi_1                6      3
a21oi_2                0      3
buf_2                  0      4
buf_4                  0     24
buf_6                  0      2
buf_8                  0      2
dlygate4sd2_1          0      6
fa_1                   2      2
ha_1                  14     10
ha_4                   0      3
inv_1                 11      7
inv_2                  1      4
nand2_1                3      2
nor2_1                 3      3
nor2b_1                3      2
o21a_1                 2      2
o21ai_0                2      2
o21ai_1                4      4
xnor2_1                3      2
==> power by group <==
group	total (mW)	switching [mW]	internal, mW
clock	0	0	0
combinational	0.179	0.0736	0.106
sequential	0	0	0
==> logic make-up after synthesis <==
kind of cell / after synthesis / synth area share (%)
compound gates: 22 / 24.5
xor+xnor: 5 / 10.1
fa+ha+maj: 16 / 37.6
buf+inv: 16 / 10.5
mux: 2 / 3.72
simple gates: 14 / 13.6
==> routing by layer <==
layer	track usage (%)	share of wire, %	vias to the layer above	wire (um)
met4	0	0	0	0
met1	6.97	53	296	882
met2	8.52	44	9	739
li1	-	-	332	-
met5	0	0	-	0
met3	0.668	2.8	0	46
==> what timing repair did <==
item	CTS	global route
cloned	0	0
buffers inserted	4	1
pin swaps	19	6
setup endpoints to repair	4	3
resized	52	5
hold endpoints to repair	0	0
hold buffers	0	0
==> worst max-delay path: cells and delay by family <==
kind	cells	cell delay [ns]
buf+inv	4	0.33
mux	1	0.17
xor+xnor	1	0.21
fa+ha+maj	2	0.46
compound gates	3	0.53
==> final timing paths <==
path                  from    to  cells past startpoint  slack, ns
worst max-delay path  B[1]  F[3]                     11      -0.09
worst min-delay path  s[1]  F[1]                      4       1.52
==> synth_stat cells, drive strengths merged <==
library cell  count  area, um2
a211o             1       8.76
a21o              1       7.51
a21oi             6       30.0
a221oi            1       8.76
a22oi             1       7.51
a2bb2oi           1       8.76
a31oi             1       6.26
a32oi             1       8.76
and2b             1       7.51
clkbuf            3       11.3
clkinv            1       3.75
fa                2       40.0
ha               14        175
inv              12       45.0
mux2              1       11.3
mux2i             1       10.0
nand2             3       11.3
nand3b            1       7.51
nor2              3       11.3
nor2b             3       18.8
nor3              1       5.00
o21a              2       15.0
o21ai             6       30.0
o311ai            1       8.76
or3b              1       8.76
or4               1       7.51
xnor2             3       26.3
xnor3             1       22.5
xor2              1       8.76
==> final cells by class <==
cell class	instances	area share, %
multi-input cells	59	56.9
repair buffers	41	31.9
well taps	48	5.78
inverters	13	5.42
==> metrics by stage <==
stage / util (%) / hold slack [ns] / cells / total power, mW / TNS (ns)
4_1_cts: 28.3 / 1.52 / 161 / 0.176 / -0.150
3_5_place_dp: 26.2 / 2.22 / 158 / 0.165 / -2.62
3_3_place_gp: 26.2 / 2.23 / 158 / 0.164 / -2.59
2_1_floorplan: - / 1.27 / 75 / 0.0796 / 0
5_1_grt: 28.6 / 1.56 / 161 / 0.200 / -0.248
6_report: 28.6 / 1.52 / 161 / 0.179 / -0.0933
No activity file was given, so power comes from the tool's default toggle rates.
