==> design.v <==
module modNcntr(clk,clr,q,q_bar);
parameter N=4;
parameter count =16;
input clk,clr;
output [N-1:0] q,q_bar;
reg [N-1:0] counter=0;
always @(posedge clk)
begin
if(clr)
 counter <=0;
else 
 counter<=(counter+1) % count;
end
assign q = counter;
assign q_bar = ~counter;
endmodule
==> run.sh <==
#!/bin/bash
# OpenROAD 26Q1-2900-gdf79404cd8, Yosys 0.63+post, stock flow scripts
make -C /OpenROAD-flow-scripts/flow DESIGN_CONFIG=/design/flow/config.mk WORK_HOME=/design/flow/orfs finish
==> config.mk <==
export PLATFORM = sky130hd
export DESIGN_NAME = modNcntr
export DESIGN_NICKNAME = modNcntr
export VERILOG_FILES = /design/flow/design.v
export SDC_FILE = /design/flow/constraint.sdc
export NUM_CORES = 4
export LEC_CHECK = 1
export CORE_AREA = 10 10 70 70
export DIE_AREA = 0 0 80 80
==> constraint.sdc <==
current_design modNcntr

set clk_period 1.5
set clk_io_pct 0.2

create_clock -name clk0 -period $clk_period [get_ports {clk}]

set non_clock_inputs [all_inputs -no_clocks]
set_input_delay [expr $clk_period * $clk_io_pct] -clock clk0 $non_clock_inputs
set_output_delay [expr $clk_period * $clk_io_pct] -clock clk0 [all_outputs]
==> impl_summary.log <==
[report] extracting results
INFO  metric stdcell_count = 76
INFO  metric route.final.wire_length = 474 um
INFO  metric post_synth_instance_area = around 170 sq um
INFO  metric die.size.y = 80 um
INFO  metric antenna_violations_before_repair = 0
INFO  metric design.portCount = 10
INFO  metric number_of_setup_buffers_added_after_cts = 0
INFO  metric flow.area_growth_from_synthesis = 106%
INFO  metric leakage = 0.120 nW
INFO  metric internal_power = between 0.0002 and 0.00025 W
INFO  metric number_of_buffers_on_the_longest_clock_path = 2
INFO  metric timing.critical_path.from_type = flip-flop
INFO  metric crit_slowest_cell = sky130_fd_sc_hd__clkdlybuf4s50_1
INFO  metric post_drt_via_cell_ratio = 2.08
INFO  metric run_status = finished, final reports clean
INFO  metric cts_made_buffers = 3
INFO  metric fin_util = 9.96%
INFO  metric biggestRegsByFlops = counter (4)
INFO  metric mean_instance_size_in_the_synthesized_netlist = slightly below 10 sq um
INFO  metric firstDrtPassIters = 2
INFO  metric path_buffers = 1
INFO  metric cts_max_level = 1
INFO  metric numPortBuffers = 9
INFO  metric gp_weighted_congestion = 0.690
INFO  metric power_share_of_the_combinational_group = 13.4%
INFO  metric first_iter_violations = 6
INFO  metric clock.latency.late_pin = 240 ps
INFO  metric top_register = counter
INFO  metric timing.hold.ws = roughly 460 ps
INFO  metric via_count_of_the_first_global_routing_pass = ~160
INFO  metric synth_warnings = 1
INFO  metric largest_reg_flops = 4
INFO  metric cts_hold_buffers = 0
INFO  metric timing_worst_setup_path_type = reg -> out
INFO  metric route.antenna.remaining_nets = 0
INFO  metric critical_path_fanouts_max = 4
INFO  metric post_synth_num_cell_types = 8
INFO  metric drive_gt1_share = ~24%
INFO  metric critical_path_sink_type = output pin
INFO  metric grt_max_degree = 6
INFO  metric worst_tran_pin_value = roughly 180 ps
INFO  metric fp_util = 4.84%
INFO  metric dieWidth = 80 um
INFO  metric detail_route.drc_violations = 0
INFO  metric slew_headroom = 88.0%
INFO  metric clk_pin_slew_worst_paths = 30 ps
INFO  metric timing.critical_path.cells = clkdlybuf4s50_1
INFO  metric timing.final.crit_period = 1410 ps
INFO  metric final-setup-viol-count = 0
INFO  metric warning_count = 25
INFO  metric timing.setup.tns = 0 ps
INFO  metric synthesis.instances = 17
INFO  metric power.switching = 0.0000610 W
INFO  metric swShare = 20.6%
INFO  metric floorplan.rows = 21
INFO  metric min_period_over_period = 93.9%
INFO  metric grt_first_pass_wirelength = 752 um
INFO  metric drt-wirelength-per-cell = ~6.2 um
INFO  metric yosys_cells = 17
INFO  metric vias = 158
INFO  metric globalRoute.totalOverflow = 0
INFO  metric ys_seq_elements = 4
INFO  metric ys_seq_share = 48.5%
INFO  metric yosys_chip_area = 165 sq um
INFO  metric floorplan.die_area = 0.00640 sq mm
INFO  metric worst-endpoint-arrival = roughly 1100 ps
INFO  metric critPathTopFamily = buffers and inverters
INFO  metric cts_tree = done
INFO  metric grt_setup_unrepaired = false
INFO  metric worstPathRequired = 1200 ps
INFO  metric cts-root-buf = sky130_fd_sc_hd__clkbuf_4
INFO  metric sequentialPowerShare = 41.8%
INFO  metric p_per_area = 869 mW/mm^2
INFO  metric worstHoldPathType = reg -> reg
INFO  metric ir_drop = 205 uV
INFO  metric grt.total_usage = 1.71%
INFO  metric numPlacedInstances = 72
INFO  metric placed_cell_area = 313 sq um
INFO  metric timing_hold_violations_final = 0
INFO  metric maxCapViolations = 0
INFO  metric finalInstanceArea = 340 sq um
INFO  metric clk_network_pwr_share = 44.8%
INFO  metric clock_sink_count = 4
INFO  metric max_freq = 710 MHz
INFO  metric critical-path-max-stage-delay = 490 ps
INFO  metric final.setup_skew = 3.04 ps
INFO  metric finalMaxSlewViolations = 0
INFO  metric design.core.area = about 0.0034 sq mm
[power groups by stage]
| stage | Sequential, W | Clock [W] | Combinational, W |
|---|---|---|---|
| 4_1_cts | 0.000123 | 0.000137 | 0.0000407 |
| 5_1_grt | 0.000125 | 0.000154 | 0.0000474 |
| 6_report | 0.000124 | 0.000132 | 0.0000395 |
[cell usage in the layout (no fill, tap or decap)]
cell / instances
sky130_fd_sc_hd__clkdlybuf4s50_1: 9
sky130_fd_sc_hd__clkbuf_4: 3
sky130_fd_sc_hd__xnor2_1: 1
sky130_fd_sc_hd__nor2_1: 3
sky130_fd_sc_hd__nand3_2: 1
sky130_fd_sc_hd__dfxtp_2: 2
sky130_fd_sc_hd__inv_1: 4
sky130_fd_sc_hd__diode_2: 1
sky130_fd_sc_hd__nor2b_1: 2
sky130_fd_sc_hd__mux2_4: 1
sky130_fd_sc_hd__ha_1: 1
sky130_fd_sc_hd__dfxtp_1: 2
[repair_timing]
item | in CTS | in global routing
setup endpoints to repair | 0 | 3
gates resized | 0 | 2
hold endpoints to repair | 0 | 0
[layout make-up]
type / instances / area (sq um)
Fill cell: 401 / 3080
Timing Repair Buffer: 9 / 90.1
Sequential cell: 4 / 82.6
Multi-Input combinational cell: 9 / 70.1
Tap cell: 46 / 57.6
Clock buffer: 3 / 22.5
Inverter: 4 / 15.0
Antenna cell: 1 / 2.50
[synth_stat cells, drive strengths merged]
library cell | number | area (sq um)
dfxtp | 4 | 80.1
xnor2 | 1 | 8.76
mux2 | 1 | 15.0
nor2 | 3 | 11.3
inv | 4 | 15.0
nor2b | 2 | 12.5
nand3 | 1 | 10.0
ha | 1 | 12.5
[through the flow]
| stage | setup slack [ps] | total power (W) |
|---|---|---|
| after floorplan | 658 | 0.000131 |
| after global placement | 203 | 0.000164 |
| after detailed placement | 197 | 0.000165 |
| after CTS | 14.4 | 0.000301 |
| after global routing | 39.8 | 0.000326 |
| final | 90.9 | 0.000296 |
[cell families (layout without fill, tap and decap cells)]
family        count (synthesis)  in the layout  synth area share, %
simple gates                  6              6                 20.5
fa+ha+maj                     1              1                 7.57
mux                           1              1                 9.09
other cells                   0              1                    0
flops                         4              4                 48.5
buf+inv                       4             16                 9.09
xor+xnor                      1              1                 5.30
[final timing paths]
kind,startpoint,to,slack [ps],cells past startpoint
hold / removal,counter[0],counter[0],460,1
setup reg to reg,counter[1],counter[3],620,2
setup / recovery,counter[1],q[1],90,1
hold reg to reg,counter[0],counter[0],460,1
[layer usage]
layer	global-route usage, %	routed length (um)	up-vias
li1	-	-	76
met1	1.73	186	67
met2	1.44	112	15
met3	3.18	175	0
met4	0.352	0	0
met5	0	0	-
Power and IR drop assume default switching activity.
